[flow/run.sh]
#!/bin/bash
# OpenROAD 26Q1-2900-gdf79404cd8, Yosys 0.63+post, stock flow scripts
make -C /OpenROAD-flow-scripts/flow DESIGN_CONFIG=/design/flow/config.mk WORK_HOME=/design/flow/orfs finish
[flow/config.mk]
export PLATFORM = sky130hd
export DESIGN_NAME = updowncounter
export DESIGN_NICKNAME = updowncounter
export VERILOG_FILES = /design/flow/design.v
export SDC_FILE = /design/flow/constraint.sdc
export NUM_CORES = 4
export LEC_CHECK = 1
export CORE_AREA = 10 10 70 70
export DIE_AREA = 0 0 80 80
[flow/constraint.sdc]
current_design updowncounter

set clk_period 2.1
set clk_io_pct 0.2

create_clock -name clk0 -period $clk_period [get_ports {clk}]

set non_clock_inputs [all_inputs -no_clocks]
set_input_delay [expr $clk_period * $clk_io_pct] -clock clk0 $non_clock_inputs
set_output_delay [expr $clk_period * $clk_io_pct] -clock clk0 [all_outputs]
[flow/design.v]
module updowncounter
  (
   input logic        clk,
   input logic        rst,
   input logic        up,
   output logic [3:0] count
   );
   always_ff @(posedge clk or posedge rst) begin
    if (rst) count <= 0;
    else if (up) count <= count + 1;
    else count <= count - 1;
   end
endmodule
==> summary.txt <==
routed len/inst -> 5.94 µm
Post-CTS Resized -> 0
I/O pin cnt -> 7
first-pass GRT wire length -> 731 µm
max_cap viols -> 0
Die W -> 80 µm
final setup vio count -> 0
clock net sink count -> 4
clk slew on worst S/H paths -> 0.04 ns
First-pass DRT Iterations -> 2
ANT nets after route -> 0
distinct lib cells -> 8
max reg flops -> 4
ant diodes -> 0
tally of yosys warning messages -> 1
CTS tree -> yes
Hold Path Class -> primary input to async pin
Placer Congestion -> 0.748
clock latency on the worst-skew pair -> 0.23 ns
TNS Setup -> 0 ns
postcts setup bufs -> 0
pwr dens -> 1100 nW/µm²
routed vias/inst -> 1.96
f_max -> 0.623 GHz
fin crit share -> 0.765
Final Skew -> 0.000328 ns
Largest Register -> count
largest registers -> count: 4 flops
most frequent cells in the layout -> clkdlybuf4s50_1 (6), dfrtp_1 (4), inv_1 (3), clkbuf_4 (3)
share of post-route cells with drive strength above 1 -> 0.167
WS Path Type -> primary input to register
Syn-to-layout area delta -> 70.4%
Slew Limit Fails -> 0
CTS root buf -> clkbuf_4
WL final -> 416 µm
Buf/Inv on CP -> 2
startpoint types -> primary input
global route overflow -> 0
initial antenna violation count -> 0
row cnt -> 21
Hold-fix buffers, CTS -> 0
crit end category -> register
worst-path maximum fanout -> 3
Seq cells post-synth -> 4
family with the most delay on the worst path -> buffers and inverters
Leakage Power -> 0.141 nW
peak supply drop -> 0.000170 V
H-tree depth -> 1
Top cell excl fill/tap -> clkdlybuf4s50_1
Mapped Area -> 199 µm²
CTS Buffer Depth -> 2
DRT iter0 DRCs -> 2
Critical-path top delay cell -> clkdlybuf4s50_1
CORE AREA -> 3420 µm²
total power -> 0.372 mW
Remaining DRCs -> 0
cts bufs inserted -> 3
die area -> 6400 µm²
register area share after synthesis -> 0.503
RSZ-0062 raised after global routing -> false
Core Util at FP -> 0.0582
crit-path cells -> clkdlybuf4s50_1 > inv_1 > ha_1 > a21o_1 > a21oi_2 > xnor2_1
average cell area after synthesis -> 13.3 µm²
I/O Buffers -> 6
largest net degree at the start of global routing -> 5
GRT Overall Usage -> 0.0163
Crit path required time -> 2.26 ns
Syn Inst Count -> 15
routed vias -> 137
die height -> 80 µm
Slew Limit Headroom -> 0.876
ys cells -> 15
final hold violation count -> 0
Largest stage delay, worst path -> 0.50 ns
area reported by Yosys stat -> 199 µm²
stage-log warning count -> 25
actual slew at the worst max-slew pin -> 0.184 ns
Tmin final -> 1.61 ns
vias in the first global route -> 147
status -> finished clean
CP arrival -> 1.76 ns
==> routing by layer <==
metal / share of wire / GRT usage / wire length (µm) / vias to the layer above
met5: 0 / 0 / 0 / -
met4: 0 / 0.00176 / 0 / 0
met3: 0.31 / 0.0284 / 129 / 0
li1: - / - / - / 66
met2: 0.27 / 0.0120 / 112 / 10
met1: 0.42 / 0.0195 / 174 / 61
==> stage by stage <==
| stage | cells | cell area [µm²] | setup slack, ns | util | hold slack [ns] |
|---|---|---|---|---|---|
| floorplan | 15 | 199 | 0.832 | - | 0.186 |
| global placement | 67 | 317 | 0.266 | 0.0927 | 0.493 |
| detailed placement | 67 | 317 | 0.244 | 0.0927 | 0.510 |
| CTS | 70 | 339 | 0.492 | 0.0993 | 0.374 |
| global route | 70 | 339 | 0.371 | 0.0993 | 0.390 |
| finish | 70 | 339 | 0.494 | 0.0993 | 0.372 |
==> worst paths after layout <==
kind / startpoint / end / slack, ns / cells after the start
setup / recovery: up / count[3] / 0.49 / 6
hold / removal: rst / count[3] / 0.37 / 2
setup reg to reg: count[1] / count[3] / 0.90 / 4
hold reg to reg: count[0] / count[0] / 0.52 / 1
max in group asynchronous: rst / count[0] / 1.58 / 2
min in group clk0: count[0] / count[0] / 0.52 / 1
==> cell families after synthesis <==
logic type | count (synthesis) | synth area share
adder cells (fa/ha/maj) | 3 | 0.226
XOR/XNOR | 3 | 0.132
flip-flops | 4 | 0.503
AND-OR/OR-AND | 2 | 0.0818
buffers and inverters | 3 | 0.0566
==> synth_stat cells, drive strengths merged <==
cell,number,area [µm²]
ha,2,25.0
xnor2,2,17.5
a21oi,1,8.76
inv,3,11.3
fa,1,20.0
xor2,1,8.76
a21o,1,7.51
dfrtp,4,100
==> report_power, final <==
part           leakage [nW]  internal [mW]  total (mW)  switching (mW)
Combinational        0.0781          0.100       0.147          0.0466
Sequential           0.0496          0.109       0.131          0.0218
Clock                0.0138         0.0638      0.0938          0.0300
Total                 0.141          0.273       0.372          0.0984
==> cell type report <==
class                           instances  area (µm²)
Clock buffer                            3        22.5
Fill cell                             406        3080
Inverter                                3        11.3
Multi-Input combinational cell          8        87.6
Sequential cell                         4         100
Tap cell                               46        57.6
Timing Repair Buffer                    6        60.1
Power and IR drop assume default switching activity.
