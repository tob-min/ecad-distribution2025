--- design/flow/design.v ---
module twotrafficlights(
      input  logic clk,
      input  logic rst,
      output logic [2:0] lightsA, 
      output logic [2:0] lightsB
    );
  logic [2:0] state;
  always_ff @ (posedge clk or posedge rst) begin
    if (rst) state <= 0;
    else state <= state + 1;
  end
  always_comb begin
    lightsA[0] = state == 3'b101 ? 1 : 0;
    lightsA[1] = (state[2] == 1 && state[0] == 0) ? 1 : 0;
    lightsA[2] = (state == 3'b101 || state == 3'b110) ? 0: 1;
    lightsB[0] = state == 3'b001 ? 1: 0;
    lightsB[1] = (state[2] == 0 && state[0] == 0) ? 1: 0;
    lightsB[2] = (state == 3'b001 || state == 3'b010) ? 0: 1;
  end
endmodule
--- design/flow/run.sh ---
#!/bin/bash
# OpenROAD 26Q1-2900-gdf79404cd8, Yosys 0.63+post, stock flow scripts
make -C /OpenROAD-flow-scripts/flow DESIGN_CONFIG=/design/flow/config.mk WORK_HOME=/design/flow/orfs finish
--- design/flow/config.mk ---
export PLATFORM = sky130hd
export DESIGN_NAME = twotrafficlights
export DESIGN_NICKNAME = twotrafficlights
export VERILOG_FILES = /design/flow/design.v
export SDC_FILE = /design/flow/constraint.sdc
export NUM_CORES = 4
export LEC_CHECK = 1
export CORE_AREA = 10 10 70 70
export DIE_AREA = 0 0 80 80
--- design/flow/constraint.sdc ---
current_design twotrafficlights

set clk_period 1.0
set clk_io_pct 0.2

create_clock -name clk0 -period $clk_period [get_ports {clk}]

set non_clock_inputs [all_inputs -no_clocks]
set_input_delay [expr $clk_period * $clk_io_pct] -clock clk0 $non_clock_inputs
set_output_delay [expr $clk_period * $clk_io_pct] -clock clk0 [all_outputs]
==> results.json <==
{
  "outcome": "finished, violations left",
  "failed_checks": "setup timing",
  "worstSetupPathType": "reg -> out",
  "ys_area_um2": 171,
  "hold_viol_final": 0,
  "fin_util_pct": 12.1,
  "drc_errors": 0,
  "via_per_inst": 2.28,
  "post-dp-hpwl_um": 345,
  "crit_chain": "ha_2 -> buf_6 -> o21bai_1 -> buf_2",
  "cpLargestDelayFamily": "flip-flops",
  "largest_register_ffs": 3,
  "ys_cells": 17,
  "die_area_mm2": 0.00640,
  "track_usage_pct": 1.74,
  "fp_util_pct": 5.02,
  "totalWireLength_um": 521,
  "die_width_um": 80,
  "clk_path_buf_depth": 2,
  "antenna_left": 0,
  "die_y_um": 80,
  "top_cell_area_share_pct": 43.8,
  "num_vias": 189,
  "dr_wl_met3_um": 102,
  "yosysWarnings": 1,
  "firstDrtPassIters": 3,
  "htree_levels": 1,
  "synth_cell_types": 9,
  "tritoncts": "built",
  "endpoint_kind": "output port",
  "warning_count": 29,
  "ys_seq_share_pct": 43.8,
  "r2r_slack_ns": -0.06,
  "ys.flop_type": "dfrtp_1",
  "clk_pin_slew_ns": 0.04,
  "edf_count": 0,
  "grt_max_degree": 8,
  "dr_wl_met2_um": 202,
  "dp_slack_ns": -0.511,
  "grt_overflow": 0,
  "antenna_found_initial": 0,
  "power.density_mw_per_mm2": 823,
  "area_leaders": "dfrtp_1 44%, ha_1 22%, inv_1 8.8%",
  "timing.final.ws_setup_ns": -0.381,
  "crit_buf_inv": 2,
  "worstPathMaxFanout": 3,
  "ys_ff": 3,
  "crit_required_ns": 0.80,
  "grt_pass1_vias": 211,
  "cap_violations": 0,
  "wl_met1_um": 216,
  "start_kind": "flop",
  "cp_slowest_cell": "dfrtp_1",
  "async_reset_ff_share_pct": 100,
  "skew_ns": 0.00298,
  "logic_family": "adder cells",
  "top_layer": "met3",
  "syn-mean-instance-area_um2": 10.1,
  "power.leakage_uw": 0.000198,
  "max_freq_ghz": 0.724,
  "num_io_pins": 8,
  "hp-class": "in -> async",
  "diodes": 0,
  "num_rows": 21,
  "rsz0062_at_grt": "true",
  "relSlewSlack_pct": 86.2,
  "top_cells_by_count": "4 x inv_1, 3 x dfrtp_1, 3 x ha_1",
  "cp.arrival_ns": 1.18,
  "hold_ws_ns": 0.141,
  "setup_viol": 7,
  "drv_slew": 0,
  "ctsHoldBuffers": 0,
  "drive_above_1_share_pct": 62.2,
  "aoi_share_pct": 7.30,
  "period_needed_ns": 1.38,
  "clock_sinks": 3,
  "gp_congestion": 0.679,
  "routedWlPerCell_um": 6.28,
  "adder_share_pct": 21.9,
  "worstMarginPinSlew_ns": 0.207,
  "ys_sh_mux_pct": 0,
  "initialDrtViolationCount": 12,
  "reg2reg_depth": 4,
  "top_regs": "state x3",
  "areaGrowthSynthToFinish_pct": 142,
  "postSynthCellCount": 17,
  "core_mm2": 0.00342,
  "irDropWorstVdd_uv": 124,
  "clk_latency_ns": 0.23,
  "port_buffers": 7,
  "synth_area_um2": 171,
  "synth_top_cell_by_area": "dfrtp_1",
  "cts-buffers-inserted": 3,
  "grt_pass1_wl_um": 883,
  "top_cell": "inv_1",
  "synth-simple-area-share_pct": 13.1,
  "slowest_delay_ns": 0.40,
  "worstReg2RegEnd": "state[2]",
  "timing.rr.start": "state[0]",
  "top_register": "state",
  "xor_share_pct": 5.11,
  "fin_crit_sh_pct": 138,
  "ctsRootBufferMaster": "clkbuf_4"
}
-- cells in the final DEF (no fill, tap or decap), drive strengths merged --
cell | Yosys | layout
buf | 0 | 15
inv | 4 | 4
clkbuf | 0 | 4
dfrtp | 3 | 3
ha | 3 | 3
nor2b | 2 | 2
xor2 | 1 | 1
nor2 | 1 | 1
and2 | 1 | 1
o21ai | 1 | 1
o21bai | 1 | 1
clkdlybuf4s50 | 0 | 1
-- power by group --
part | internal, µW | switching [µW] | leakage (µW)
registers | 122 | 0 | 0.0000426
clock network | 150 | 62.8 | 0.0000150
logic | 3.66 | 2.73 | 0.000140
-- metal layers --
layer,vias to the layer above,global-route usage (%)
li1,93,-
met1,84,1.60
met2,12,2.33
met3,0,2.05
met4,0,0.704
met5,-,0
-- kinds of logic after synthesis --
group,count (synthesis)
buffers and inverters,4
adder cells (fa/ha/maj),3
XOR/XNOR,1
AND-OR/OR-AND,2
AND/OR/NAND/NOR,4
flip-flops,3
-- what timing repair did --
action | CTS | global route
resized | 31 | 2
endpoints found under the setup margin | 7 | 7
buffers inserted | 4 | 2
pin swaps | 5 | 4
-- worst max-delay path by stage --
stage | slack [ns] | start | end | depth (start not counted)
CTS | -0.40 | state[0] | lightsB[2] | 4
global route | -0.46 | state[1] | lightsB[0] | 5
finish | -0.38 | state[0] | lightsB[2] | 4
-- final cells by class --
type / count / area (µm²)
clock buffer: 4 / 26.3
inverter: 4 / 17.5
fill: 397 / 3000
timing repair buffer: 16 / 126
multi-input combinational: 10 / 111
sequential: 3 / 75.1
tap: 46 / 57.6
-- per-stage QoR --
step / std cells / instance area [µm²] / setup TNS, ns / power [µW]
finish: 83 / 414 / -2.07 / 341
global route: 83 / 414 / -2.50 / 364
detailed placement: 74 / 329 / -2.48 / 130
global placement: 74 / 329 / -2.29 / 130
CTS: 82 / 404 / -1.96 / 353
floorplan: 17 / 171 / 0 / 126
No activity file was given, so power comes from the tool's default toggle rates.
